**design/flow/config.mk**
```make
export PLATFORM = sky130hd
export DESIGN_NAME = RegisterBank
export DESIGN_NICKNAME = RegisterBank
export VERILOG_FILES = /design/flow/design.v
export SDC_FILE = /design/flow/constraint.sdc
export NUM_CORES = 4
export LEC_CHECK = 1
export CORE_UTILIZATION = 30
```
**design/flow/constraint.sdc**
```tcl
current_design RegisterBank

set clk_period 18.4
set clk_io_pct 0.2

create_clock -name clk0 -period $clk_period [get_ports {clock}]

set non_clock_inputs [all_inputs -no_clocks]
set_input_delay [expr $clk_period * $clk_io_pct] -clock clk0 $non_clock_inputs
set_output_delay [expr $clk_period * $clk_io_pct] -clock clk0 [all_outputs]
```
**design/flow/design.v**
```verilog
module RegisterBank (clock, write,input1, input2, input3, input_data, output1, output2);
	input clock;
	input write;
	input [4 : 0] input1, input2, input3;
	input [63 : 0] input_data;
	output[63 : 0] output1, output2;
	reg [63 : 0] registers [0 : 31];
	assign output1 = registers[input1];
	assign output2 = registers[input2];
		integer i;
	initial begin
		for(i = 0; i < 32; i = i + 1)
			registers[i] = 0;
		registers[31] = 3;
	end
	always @ (posedge clock) begin
		if(write)
			registers[input3] = input_data;
	end
endmodule
```
**design/flow/run.sh**
```bash
#!/bin/bash
# OpenROAD 26Q1-2900-gdf79404cd8, Yosys 0.63+post, stock flow scripts
make -C /OpenROAD-flow-scripts/flow DESIGN_CONFIG=/design/flow/config.mk WORK_HOME=/design/flow/orfs finish
```
==> results_dict.tcl <==
# collected from the flow reports
set metrics [dict create \
    flop_cell "edfxtp_1" \
    synth_seq_share_pct 65.36 \
    hpwl_mm 166.9 \
    warnings 26 \
    critPathKind "input pin to primary output" \
    yosysMostFrequentCell "edfxtp_1" \
    first_global_vias 56610 \
    met3_usage_pct 18.57 \
    fin_util_pct 34.62 \
    yosys.stat.chipArea_mm2 0.09410 \
    cp-start-kind "input pin" \
    die_h_um 562.1 \
    synth.distinct_cells 38 \
    ys_cells 4313 \
    period_needed_ps 11900 \
    top_usage_layer "met2" \
    dr.pass1.iters 7 \
    routabilityCongestion 0.8491 \
    pwr-share-clk_pct 38.8 \
    setup_violations 0 \
    synth_top_area_share_pct 65.36 \
    p_switching_w 0.002252 \
    cts_buffer_depth 4 \
    post-cts-setup-buffers 0 \
    end_kind "primary output" \
    antenna_found_initial 19 \
    tns_ps 0 \
    rsz0062_at_grt "false" \
    syn_to_final_growth_pct 14.75 \
    relSlewSlack_pct 25.51 \
    yosysTopAreaCell "edfxtp_1" \
    status "finished clean" \
    dp.cells 8573 \
    die_x_um 562.1 \
    largest_register_ffs 2048 \
    cts_tree "done" \
    nFillCells 28590 \
    cp_max_fo 67 \
    fin_crit_sh_pct 64.67 \
    route.detailed.drc 0 \
    drtIter0Drc 3358 \
    grtUsageTotal_pct 20.23 \
    irDropWorstVdd_v 0.00007090 \
    via_per_inst 5.583 \
    final_cells 8917 \
    maxSlewViolCount 0 \
    async_flop_share_pct 0 \
    pre_cts_ws_ps 6394 \
    required_ps 14720 \
    hold_path.class "input pin to register" \
    power_density_mw_per_mm2 92.82 \
    layout-drive-gt1-share_pct 34.78 \
    synthCells 4313 \
    cts.clk_slew.worst_paths_ps 60 \
    setup_ws_ps 6501 \
    ant_nets 0 \
    final_area_mm2 0.1080 \
    fp.coreArea_mm2 0.3119 \
    worstMarginPinSlew_ps 1117 \
    clockRootBuffer "clkbuf_16" \
    port_buffers 208 \
    grt_start_max_net_pins 93 \
    synth-edff-count 2048 \
    hold_viol 0 \
    htreeDepth 4 \
    core.rowCount 205 \
    area_leaders "edfxtp_1 65%, mux4_2 25%, mux2i_1 3.9%" \
    crit_arrival_ps 8220 \
    combPwrFrac_pct 9.2 \
    num_vias 49780 \
    cap_violations 0 \
    swShare_pct 22.47 \
    cts_buffers 199 \
    place_area_mm2 0.1020 \
    overflow 0 \
    boundaryPins 209 \
    mappedNetlistArea_mm2 0.09410 \
    yosys-top-cells-count "2048 x edfxtp_1, 1039 x mux4_2, 362 x mux2i_1, 129 x buf_2, 93 x a221oi_1" \
    floorplan.core_util_pct 30.17 \
    post_drt_wl_per_cell_um 33.19 \
    cts_resized 0 \
    cts.sinks 2048 \
    wl_mm 295.9 \
    p_int_w 0.007771 \
    yosys_warnings 1 \
    leakage_nw 33.52 \
    sequentialPowerShare_pct 52.0 \
    grt_util_met2_pct 30.45 \
    grt_util_met1_pct 19.92 \
    ys_ff 2048 \
    clock.fmax_ghz 0.08404 \
    avgSynthCellArea_um2 21.82 \
    grt_first_pass_wirelength_mm 417.8 \
    postCtsHoldBufs 0 \
    dieArea_mm2 0.3159 \
]
==> kinds of logic (layout without fill, tap and decap cells) <==
family	after synthesis	count (layout)	synth area share [%]
buffers and inverters	348	808	1.939
other	0	4	0
AOI/OAI and AO/OA	276	276	2.436
muxes	1457	1457	29.39
and+or+nand+nor	184	184	0.8802
DFF	2048	2048	65.36
==> through the flow <==
stage               total power [W]  hold slack, ps
CTS                         0.01011            3597
finish                      0.01002            3638
global placement           0.006244            4512
floorplan                  0.005828            3779
global route                0.01033            3642
detailed placement         0.006247            4513
==> final timing paths <==
path | slack [ps] | cells past startpoint | endpoint | from
setup / recovery | 6500 | 10 | output2[35] | input2[1]
hold / removal | 3640 | 2 | registers[18][50] | input_data[50]
==> worst max-delay path, cell delays in order <==
cell	delay, ps
buf_8	440
buf_4	630
buf_4	660
buf_4	690
mux4_2	330
nand2_1	50
a32o_1	310
a221oi_1	530
buf_4	220
clkdlybuf4s50_1	460
==> metal layers <==
layer	wire, um	vias to the layer above
met5	647	-
met2	140300	3996
li1	-	19850
met3	60660	557
met1	84710	25330
met4	9666	42
==> cell usage in the layout (no fill, tap or decap), drive strengths merged, types with 3 or more instances in the layout <==
cell type	instances
a2111oi	4
a211oi	6
a22o	33
a32oi	4
a211o	4
edfxtp	2048
clkdlybuf4s50	198
or3b	3
o21a	22
mux2	56
bufinv	10
a21oi	4
clkbuf	250
a32o	38
diode	4
and3	4
inv	3
mux2i	362
mux4	1039
a221oi	93
and2	5
nand2b	4
nor2b	19
o41ai	4
nor4	4
a21o	4
nor2	46
nand3b	5
nand2	87
a22oi	18
o22ai	38
buf	268
o221ai	4
clkinv	77
==> area by class of cell <==
class,count,area (um^2),share of cell area (%)
inverter,1,11.26,0.01043
timing repair buffer,467,4224,3.912
sequential,2048,61500,56.96
multi-input combinational,1917,31100,28.80
clock buffer,249,5295,4.904
tap,4140,5180,4.797
clock inverter,91,656.9,0.6084
antenna,4,10.01,0.009270
==> power groups by stage <==
stage                 combinational, W  clock [W]  sequential, W
final                         0.000924    0.00389        0.00521
after global routing          0.000991    0.00412        0.00522
after CTS                     0.000938    0.00396        0.00521
Power figures rest on the tool's default switching activity, not on a simulated workload.
