## flow/design.v

```verilog
module InstructionMemory( input_address , output_data);
	parameter delay = 60;
	input [64:0] input_address;
	output [31:0] output_data;
	reg [7:0] memory [0:255];
		initial begin
		memory[0] <= 8'hE5;
		memory[1] <= 8'h03;
		memory[2] <= 8'h1F;
		memory[3] <= 8'h8B;
		memory[4] <= 8'hA4;
		memory[5] <= 8'h00;
		memory[6] <= 8'h40;
		memory[7] <= 8'hF8;
		memory[8] <= 8'h86;
		memory[9] <= 8'h00;
		memory[10] <= 8'h04;
		memory[11] <= 8'h8B;
		memory[12] <= 8'hA6;
		memory[13] <= 8'h10;
		memory[14] <= 8'h00;
		memory[15] <= 8'hF8;
		end
	assign output_data[7 : 0] = memory[input_address];
	assign output_data[15 : 8] = memory[input_address + 1];
	assign output_data[23 : 16] = memory[input_address + 2];
	assign output_data[31 : 24] = memory[input_address + 3];
endmodule
```

## flow/run.sh

```bash
#!/bin/bash
# OpenROAD 26Q1-2900-gdf79404cd8, Yosys 0.63+post, stock flow scripts
make -C /OpenROAD-flow-scripts/flow DESIGN_CONFIG=/design/flow/config.mk WORK_HOME=/design/flow/orfs finish
```

## flow/config.mk

```make
export PLATFORM = sky130hd
export DESIGN_NAME = InstructionMemory
export DESIGN_NICKNAME = InstructionMemory
export VERILOG_FILES = /design/flow/design.v
export SDC_FILE = /design/flow/constraint.sdc
export NUM_CORES = 4
export LEC_CHECK = 1
export CORE_AREA = 10 10 70 70
export DIE_AREA = 0 0 80 80
```

## flow/constraint.sdc

```tcl
current_design InstructionMemory

set clk_period 2.0
set clk_io_pct 0.2

create_clock -name clk0 -period $clk_period

set non_clock_inputs [all_inputs -no_clocks]
set_input_delay [expr $clk_period * $clk_io_pct] -clock clk0 $non_clock_inputs
set_output_delay [expr $clk_period * $clk_io_pct] -clock clk0 [all_outputs]
```

==> impl_metrics.xml <==
<?xml version="1.0" encoding="UTF-8"?>
<metrics>
  <group name="outcome">
    <metric name="status" unit="">finished with violations</metric>
    <metric name="violations_in_the_final_reports" unit="">negative setup slack</metric>
  </group>
  <group name="cells_and_area">
    <metric name="numSequentialCells" unit="">0</metric>
    <metric name="flow.area_growth_from_synthesis" unit="%">158</metric>
    <metric name="nClkBuffers" unit="">0</metric>
    <metric name="final_core_util" unit="%">52.1</metric>
    <metric name="fillCellCount" unit="">290</metric>
    <metric name="ff_latch_area" unit="sq um">0</metric>
    <metric name="final_cells" unit="">234</metric>
    <metric name="design_area" unit="sq um">1780</metric>
    <metric name="drive_above_1_share" unit="%">66.0</metric>
  </group>
  <group name="placement">
    <metric name="place.gp.congestion" unit="">0.841</metric>
    <metric name="placed_cells" unit="">213</metric>
    <metric name="place_hpwl" unit="microns">2070</metric>
    <metric name="place.port_buffers" unit="">36</metric>
    <metric name="placedInstanceArea" unit="sq um">1330</metric>
    <metric name="detailedPlace.worstSlack" unit="ns">-0.983</metric>
  </group>
  <group name="setup_path">
    <metric name="crit_arrival" unit="ns">1.71</metric>
    <metric name="crit_path_start_kind" unit="">primary input</metric>
    <metric name="slowest_stage" unit="">sky130_fd_sc_hd__mux2_4</metric>
    <metric name="critical_path_capture_point" unit="">output_data[25]</metric>
    <metric name="startpoint" unit="">input_address[1]</metric>
    <metric name="critPathMaxStageDelay" unit="ns">0.27</metric>
    <metric name="crit_chain" unit="">buf_12 -&gt; buf_6 -&gt; ha_4 -&gt; a21oi_4 -&gt; xor2_2 -&gt; o21a_1 -&gt; mux2_4 -&gt; buf_2</metric>
    <metric name="sort_of_element_at_the_end_of_the_critical_path" unit="">output pin</metric>
    <metric name="path_delay_family" unit="">AND-OR/OR-AND gates</metric>
    <metric name="cp.buffers_inverters" unit="">3</metric>
    <metric name="worst-path-max-fanout" unit="">4</metric>
    <metric name="timing.critical_path.depth" unit="">8</metric>
    <metric name="worstPathRequired" unit="ns">1.60</metric>
    <metric name="timing_worst_setup_path_type" unit="">primary input to output pin</metric>
  </group>
  <group name="logic_synthesis">
    <metric name="synth-warning-count" unit="">1</metric>
    <metric name="synth.area.top_cells" unit="">sky130_fd_sc_hd__ha_1, sky130_fd_sc_hd__o21ai_0, sky130_fd_sc_hd__a21oi_1</metric>
    <metric name="synth_area_per_cell" unit="sq um">6.50</metric>
    <metric name="count_of_unique_library_cells_instantiated_by_yosys" unit="">28</metric>
    <metric name="sequential_area_share_after_synthesis" unit="%">0</metric>
    <metric name="synth_top_cell_by_count" unit="">sky130_fd_sc_hd__o21ai_0</metric>
    <metric name="common_cells" unit="">sky130_fd_sc_hd__o21ai_0, sky130_fd_sc_hd__ha_1, sky130_fd_sc_hd__a21oi_1, sky130_fd_sc_hd__nand2_1, sky130_fd_sc_hd__nor2_1</metric>
    <metric name="post_synth_inst_count" unit="">106</metric>
    <metric name="synth.cell_area" unit="sq um">689</metric>
    <metric name="yosys_cells" unit="">106</metric>
    <metric name="synth_top_area_share" unit="%">21.8</metric>
    <metric name="yosys_area" unit="sq um">689</metric>
    <metric name="yosysTopAreaCell" unit="">sky130_fd_sc_hd__ha_1</metric>
  </group>
  <group name="sta">
    <metric name="finish_stage_setup_viols" unit="">9</metric>
    <metric name="tightestPinTransition" unit="ns">0.246</metric>
    <metric name="post-route-period-util" unit="%">105</metric>
    <metric name="final.setup.tns" unit="ns">-0.327</metric>
    <metric name="smallest_hold_slack" unit="ns">1.22</metric>
    <metric name="post-route-worst-setup-slack" unit="ns">-0.105</metric>
    <metric name="final.min_clock_period" unit="ns">2.11</metric>
    <metric name="timing_max_transition_violations_final" unit="">0</metric>
    <metric name="slew-limit-headroom" unit="%">83.5</metric>
    <metric name="timing.fmax" unit="GHz">0.475</metric>
    <metric name="setup_repair_after_global_routing_missed_its_margin" unit="">yes</metric>
    <metric name="timing.final.hold_violations" unit="">0</metric>
  </group>
  <group name="die">
    <metric name="design.die.area" unit="sq um">6400</metric>
    <metric name="io_pins" unit="">97</metric>
    <metric name="die_width" unit="microns">80</metric>
    <metric name="initial_utilization" unit="%">20.2</metric>
    <metric name="coreArea" unit="sq um">3420</metric>
    <metric name="placement_rows" unit="">21</metric>
    <metric name="chipHeight" unit="microns">80</metric>
  </group>
  <group name="detailed_routing">
    <metric name="drt_wl_total" unit="microns">3340</metric>
    <metric name="antenna_cells" unit="">0</metric>
    <metric name="drt_iter0_markers" unit="">36</metric>
    <metric name="drt_drc_violations_left" unit="">0</metric>
    <metric name="detailroute.via_count" unit="">1054</metric>
    <metric name="routedWlPerCell" unit="microns">14.3</metric>
    <metric name="tritonroute_pass_1_iters" unit="">4</metric>
    <metric name="detail-route-antenna-nets" unit="">0</metric>
    <metric name="vias_per_cell" unit="">4.50</metric>
  </group>
  <group name="worst_hold_path">
    <metric name="hp-class" unit="">primary input to output pin</metric>
    <metric name="holdCritStartpoint" unit="">input_address[1]</metric>
  </group>
  <group name="grt">
    <metric name="antenna_found_initial" unit="">0</metric>
    <metric name="gr-total-overflow" unit="">0</metric>
    <metric name="aggregate_global_route_resource_usage" unit="%">9.39</metric>
    <metric name="global_route.peak_usage_layer" unit="">met2</metric>
    <metric name="grt_pass1_wl" unit="microns">5120</metric>
    <metric name="grt_max_degree" unit="">11</metric>
    <metric name="number_of_global_route_vias_before_repair" unit="">1031</metric>
    <metric name="grt_util_met1" unit="%">12.1</metric>
    <metric name="grt.met2_usage" unit="%">16.6</metric>
    <metric name="gr-usage-met3" unit="%">1.59</metric>
  </group>
  <group name="flow_run">
    <metric name="log_warnings" unit="">103</metric>
    <metric name="drv_cap" unit="">0</metric>
  </group>
  <group name="power">
    <metric name="ir_drop" unit="V">0.000124</metric>
    <metric name="report.power.total" unit="mW">0.518</metric>
    <metric name="p_leak" unit="nW">0.891</metric>
    <metric name="power.density" unit="nW/um^2">291</metric>
  </group>
</metrics>
## final cells by class
type | instances | area, sq um | area share (%)
Inverter | 8 | 50.0 | 2.81
Tap cell | 46 | 57.6 | 3.23
Timing Repair Buffer | 90 | 779 | 43.8
Multi-Input combinational cell | 90 | 893 | 50.2
## worst min-delay path by stage
stage | endpoint | depth (start not counted)
after global routing | output_data[19] | 4
after CTS | output_data[19] | 4
final | output_data[19] | 4
## tightest hold or removal path, delay by kind of cell
family,cells,cell delay (ns)
buffers and inverters,3,0.33
AOI/OAI and AO/OA,1,0.09
## what timing repair did
action | in CTS | in global routing
setup buffers | 12 | 9
cloned | 1 | 0
resized | 117 | 74
pin swaps | 19 | 17
hold buffers | 0 | 0
endpoints found under the setup margin | 32 | 28
## power by group
group | total (mW) | internal (mW) | switching [mW]
Sequential | 0 | 0 | 0
Clock | 0 | 0 | 0
Combinational | 0.518 | 0.307 | 0.211
Total | 0.518 | 0.307 | 0.211
## kinds of logic after synthesis
family / synth area share, %
AOI/OAI and AO/OA: 31.9
xor gates and xnor gates: 7.44
adders and majority gates: 21.8
buffers and inverters: 9.62
muxes: 10.5
and+or+nand+nor: 18.7
## placed cells by master, fill, tap and decap left out, types with 2 or more instances in the layout
| cell | Yosys | layout |
|---|---|---|
| sky130_fd_sc_hd__buf_12 | 0 | 2 |
| sky130_fd_sc_hd__o21ai_0 | 15 | 3 |
| sky130_fd_sc_hd__nand3_2 | 0 | 3 |
| sky130_fd_sc_hd__a21oi_2 | 1 | 5 |
| sky130_fd_sc_hd__o21ai_1 | 0 | 8 |
| sky130_fd_sc_hd__clkdlybuf4s50_1 | 0 | 4 |
| sky130_fd_sc_hd__buf_2 | 2 | 10 |
| sky130_fd_sc_hd__nand2_1 | 10 | 7 |
| sky130_fd_sc_hd__ha_4 | 0 | 9 |
| sky130_fd_sc_hd__mux2i_1 | 5 | 5 |
| sky130_fd_sc_hd__nor2_1 | 10 | 6 |
| sky130_fd_sc_hd__inv_4 | 0 | 3 |
| sky130_fd_sc_hd__nor2_2 | 0 | 3 |
| sky130_fd_sc_hd__mux2_4 | 0 | 2 |
| sky130_fd_sc_hd__nand2_2 | 0 | 2 |
| sky130_fd_sc_hd__clkbuf_2 | 0 | 8 |
| sky130_fd_sc_hd__buf_6 | 0 | 20 |
| sky130_fd_sc_hd__buf_4 | 1 | 35 |
| sky130_fd_sc_hd__ha_1 | 12 | 3 |
| sky130_fd_sc_hd__a21oi_1 | 10 | 5 |
| sky130_fd_sc_hd__o21a_1 | 2 | 2 |
| sky130_fd_sc_hd__dlymetal6s2s_1 | 0 | 6 |
| sky130_fd_sc_hd__a21o_1 | 3 | 3 |
| sky130_fd_sc_hd__xnor2_4 | 0 | 2 |
| sky130_fd_sc_hd__dlygate4sd2_1 | 0 | 3 |
| sky130_fd_sc_hd__xor2_2 | 1 | 2 |
| sky130_fd_sc_hd__clkdlybuf4s15_1 | 0 | 2 |
| sky130_fd_sc_hd__inv_2 | 0 | 2 |
| sky130_fd_sc_hd__o21ai_2 | 0 | 4 |
## metal layers
layer / vias up / part of all wire, %
met5: - / 0
met4: 0 / 1.3
met3: 6 / 5.1
met2: 21 / 48
met1: 486 / 46
li1: 541 / -
Power and IR drop assume default switching activity.
